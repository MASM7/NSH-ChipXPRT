<file path="flow/run.sh">
#!/bin/bash
# OpenROAD 26Q1-2900-gdf79404cd8, Yosys 0.63+post, stock flow scripts
make -C /OpenROAD-flow-scripts/flow DESIGN_CONFIG=/design/flow/config.mk WORK_HOME=/design/flow/orfs finish
</file>
<file path="flow/config.mk">
export PLATFORM = sky130hd
export DESIGN_NAME = register_xor
export DESIGN_NICKNAME = register_xor
export VERILOG_FILES = /design/flow/design.v
export SDC_FILE = /design/flow/constraint.sdc
export NUM_CORES = 4
export LEC_CHECK = 1
export CORE_AREA = 10 10 70 70
export DIE_AREA = 0 0 80 80
</file>
<file path="flow/constraint.sdc">
current_design register_xor

set clk_period 1.3
set clk_io_pct 0.2

create_clock -name clk0 -period $clk_period [get_ports {clk}]

set non_clock_inputs [all_inputs -no_clocks]
set_input_delay [expr $clk_period * $clk_io_pct] -clock clk0 $non_clock_inputs
set_output_delay [expr $clk_period * $clk_io_pct] -clock clk0 [all_outputs]
</file>
<file path="flow/design.v">
`timescale 1ns / 1ps
module register#(
    parameter width = 8
  )(
    input logic [width-1:0] data,
    input logic clk,
    input logic reset,
    input logic en,  
    output logic [width-1:0] q  
  );
    always @ (posedge clk, negedge reset) begin    
        if (~reset) begin
          q <= 0;  
        end
        else if (en) begin
          q <= data;  
        end
    end
endmodule
`timescale 1ns / 1ps
module register_xor
    #(parameter width = 8)
    (
    input logic clk,
    input logic reset,
    input logic en,
    input logic [width-1:0] data,
    output logic [width-1:0] q,
    output logic out
    );
    register #(.width(8)) reg_inst(
        .clk(clk),
        .reset(reset),
        .en(en),
        .data(data),
        .q(q)
    );
    assign out = ^q;
endmodule
</file>
==> impl_metrics.ini <==
; synthesis and place-and-route metrics
[floorplanning]
coreArea_mm2 = 0.00342
ioPinCount = 20
fp_util_pct = 10.4
placementRows = 21
die_h_um = 80
die-width_um = 80
chipArea_mm2 = 0.00640

[place]
place_congestion = 0.653
placed_area_um2 = 659
place_worst_setup_slack_ns = -0.352
portBuffers = 19
placed_cells_incl_taps = 96

[pwr]
power_density_mw_per_mm2 = 1010
power_leakage_nw = 0.317
ir_drop_uv = 236
total_power_mw = 0.746

[clock_tree]
clk-insertion-delay-late_ns = 0.25
cts_buffers = 3
cts.htree.levels = 1
clkTransAtPathRegs_ns = 0.05
cts_tree = yes
clockBufferDepth = 2
clockRootBuffer = clkbuf_4
cts_hold_buf = 0
cts_sinks = 8

[sta]
setup_viol = 5
rsz0062_at_grt = yes
hold_viol = 0
hold_slack_ns = 0.287
finalClockPeriodUsage_pct = 115
relSlewSlack_pct = 75.9
tightest_slew_ns = 0.360
skew_ns = 0
fmax_mhz = 670
drv_slew = 0
min_period_ns = 1.49
final.setup.worst_slack_ns = -0.192
timing.setup.tns_ns = -0.837

[worst_setup_path]
end_kind = primary output
worstReg2RegEnd = reg_inst.q[2]
rrSetupSlack_ns = 0.32
worstReg2RegStart = reg_inst.q[2]
cp_data_required_time_ns = 1.04
worstSetupPathType = register to primary output
arrival_ns = 1.23
reg2reg_depth = 3
worst_setup_path_start_kind = register
cp_max_fo = 2

[cells_and_area]
syn_to_final_growth_pct = 107
reg.largest.list = reg_inst.q x8
instances_no_fill = 103
drive_above_1_share_pct = 49.1
largest_register = reg_inst.q
largest_reg_flops = 8
fin_area_um2 = 737
fill_cells = 376
fin_util_pct = 21.6

[grt]
grt_util_all_layers_pct = 3.07
grt_pass1_wl_um = 1570
grt_max_degree = 9
grt_pass1_vias = 361
antenna_found_initial = 0
grt_overflow = 0

[run]
cap_violations = 0
tool_warnings = 27

[logic_synthesis]
yosys.area_share.xor_xnor_pct = 17.2
ys_ff = 8
top_logic_kind = multiplexers
ys_cells = 24
syn_area_um2 = 357
area_leaders = dfrtp_1 (56%), mux2_2 (25%), xnor2_1 (15%)
yosysWarnings = 1
ys_area_um2 = 357
top_area_share_pct = 56.1
synth_seq_share_pct = 56.1
synth.avg_cell_area_um2 = 14.9
ys_sh_simple_pct = 0
yosys.area.top_type = dfrtp_1
synthMuxAreaShare_pct = 25.3
synthCells = 24
netlist-cell-type-count = 5
ys_sh_aoi_pct = 0
adder_share_pct = 0

[detailed_routing]
wl_um = 996
post_drt_wl_per_cell_um = 9.67
ant_nets = 0
drt-initial-drc-count = 9
route.detailed.drc = 0
firstDrtPassIters = 2
viasPerCell = 2.97
num_vias = 306
num_antenna_cells = 0

[hold_path]
hold_class = input pin to async pin

[status]
status = finished, violations left
violations = negative setup slack
cells in the mapped netlist:
master	instances
xor2_1	1
buf_2	1
dfrtp_1	8
xnor2_1	6
mux2_2	8
metal layers:
metal	share of wire, %	global-route usage (%)	vias up
met5	0	0	-
met3	9.8	1.14	4
li1	-	-	147
met4	2.3	1.76	0
met2	54	5.54	13
met1	34	2.89	142
area by class of cell:
| cell class | count | area, um2 | area share, % |
|---|---|---|---|
| Sequential cell | 8 | 200 | 27.2 |
| Timing Repair Buffer | 31 | 290 | 39.4 |
| Multi-Input combinational cell | 15 | 166 | 22.6 |
| Tap cell | 46 | 57.6 | 7.81 |
| Clock buffer | 3 | 22.5 | 3.06 |
logic make-up (layout without fill, tap and decap cells):
kind of cell,after synthesis,count (layout)
flip-flops,8,8
multiplexers,8,8
buffers and inverters,1,34
XOR/XNOR,7,7
where the power goes:
group	leakage [nW]	switching [mW]	internal, mW
registers	0.0935	0.0234	0.275
logic	0.209	0.0675	0.198
clock network	0.0138	0.0774	0.105
how the worst max path moves through the flow:
stage	startpoint	endpoint
CTS	reg_inst.q[4]	out
global route	reg_inst.q[6]	out
finish	reg_inst.q[6]	out
placed cells by master (no fill, tap or decap):
cell type         n
clkdlybuf4s15_1   1
clkdlybuf4s50_1  14
buf_6             6
dfrtp_1           8
clkbuf_2          2
buf_4             6
mux2_2            8
clkbuf_4          3
buf_2             1
xor2_1            1
xnor2_1           4
xnor2_2           2
dlymetal6s2s_1    1
what timing repair did:
action	CTS	global route
buffers inserted	2	2
gates cloned	0	0
pin swaps	5	1
gates resized	9	11
setup endpoints to repair	9	9
critical path, cell delays in order (launching register included):
cell and delay [ns]:
dfrtp_1 0.40, xnor2_2 0.15, xnor2_1 0.20, xnor2_1 0.13
buf_2 0.11
Power and IR drop assume default switching activity.
