==> /design/flow/design.v <==
`timescale 1ns / 1ps
module adder4(
    input [3:0] A,
    input [3:0] B,
    input c_in,
    output [3:0] S,
    output c_out
    );
    logic [3:1] C;
    full_adder f0(A[0], B[0], c_in, S[0], C[1]);
    full_adder f1(A[1], B[1], C[1], S[1], C[2]);
    full_adder f2(A[2], B[2], C[2], S[2], C[3]);
    full_adder f3(A[3], B[3], C[3], S[3], c_out);
endmodule
`timescale 1ns / 1ps
module multiplier4(
    input logic [4:0] A,
    input logic [4:0] B,
    output logic [7:0] product
    );
    logic Cin;
    logic [3:0] sum0;
    logic [3:0] sum1;
    logic Cout_temp0;
    logic Cout_temp1;
    logic [3:0] A0, A1, A2;
    logic [3:0] B0, B1, B2;
    assign Cin = 1'b0; 
    assign A0[3:0] = {(A[3] & B[1]), (A[2] & B[1]), (A[1] & B[1]), (A[0] & B[1])};
    assign B0[3:0] = {1'b0, (A[3] & B[0]), (A[2] & B[0]), (A[1] & B[0])};
    adder4 adder4_inst0(.A(A0[3:0]), .B(B0[3:0]), .S(sum0[3:0]), .c_in(Cin), .c_out(Cout_temp0));
    assign A1[3:0] = {(A[3] & B[2]), (A[2] & B[2]), (A[1] & B[2]), (A[0] & B[2])};
    assign B1[3:0] = {Cout_temp0, sum0[3:1]};
    adder4 adder4_inst1(.A(A1[3:0]), .B(B1[3:0]), .S(sum1[3:0]), .c_in(Cin), .c_out(Cout_temp1));
    assign A2[3:0] = {(A[3] & B[3]), (A[2] & B[3]), (A[1] & B[3]), (A[0] & B[3])};
    assign B2[3:0] = {Cout_temp1, sum1[3:1]};   
    adder4 adder4_inst2(.A(A2[3:0]), .B(B2[3:0]), .S(product[6:3]), .c_in(Cin), .c_out(product[7]));
    assign product[0] = A[0] & B[0];
    assign product[1] = sum0[0];
    assign product[2] = sum1[0];
endmodule
`timescale 1ns / 1ps
module andgate(
        input logic a,
        input logic b,
        output logic f
    );
    and u_and(f, a, b);  
endmodule
`timescale 1ns / 1ps
module xorgate(
    input logic a,
    input logic b,
    output logic f
    );
    xor u_xor(f, a, b);  
endmodule
`timescale 1ns / 1ps
module full_adder(
    input logic a,
    input logic b,
    input logic c_out,
    output logic s1,
    output logic s_out,
    output logic c_in,
    output logic c1,
    output logic c2
    );
    andgate and1(.f(c1), .a(a), .b(b));
    xorgate xor1(.f(s1), .a(a), .b(b));
    andgate and2(.f(c2), .a(s1), .b(c_in));
    xorgate xor2(.f(s_out), .a(s1), .b(c_in));
    orgate G3(.f(c_out), .a(c1), .b(c2));
endmodule
`timescale 1ns / 1ps
module orgate(
        input logic a,
        input logic b,
        output logic f
    );
    or u_or(f, a, b);  
endmodule
==> /design/flow/run.sh <==
#!/bin/bash
# OpenROAD 26Q1-2900-gdf79404cd8, Yosys 0.63+post, stock flow scripts
make -C /OpenROAD-flow-scripts/flow DESIGN_CONFIG=/design/flow/config.mk WORK_HOME=/design/flow/orfs finish
==> /design/flow/config.mk <==
export PLATFORM = sky130hd
export DESIGN_NAME = multiplier4
export DESIGN_NICKNAME = multiplier4
export VERILOG_FILES = /design/flow/design.v
export SDC_FILE = /design/flow/constraint.sdc
export NUM_CORES = 4
export LEC_CHECK = 1
export CORE_AREA = 10 10 70 70
export DIE_AREA = 0 0 80 80
==> /design/flow/constraint.sdc <==
current_design multiplier4

set clk_period 1.0
set clk_io_pct 0.2

create_clock -name clk0 -period $clk_period

set non_clock_inputs [all_inputs -no_clocks]
set_input_delay [expr $clk_period * $clk_io_pct] -clock clk0 $non_clock_inputs
set_output_delay [expr $clk_period * $clk_io_pct] -clock clk0 [all_outputs]
==> results.py <==
# Physical implementation metrics
metrics = {
    "run_status": {
        "status": "finished, final reports clean",
    },
    "logic_synthesis": {
        "ys_warn_count": 3,
        "yosys_cells": 33,
        "syn-cell-area_um2": 208,
        "synth_cells": 33,
        "ys_chip_area_um2": 208,
        "area_leaders": "buf_4 25%, nand2_1 25%, xor2_1 21%, xnor2_1 13%, xnor2_2 7.8%",
        "ys_top_cells_by_count": "14 x nand2_1, 7 x buf_4, 5 x xor2_1",
        "synth.distinct_cells": 7,
        "synth_seq_share_pct": 0,
        "yosysTopAreaCell": "buf_4",
        "synth_top_area_share_pct": 25.3,
        "top_cell": "nand2_1",
        "avgSynthCellArea_um2": 6.29,
    },
    "setup_path": {
        "crit_chain": "buf_8 > nand2_2 > xor2_1 > xnor2_1 > buf_2",
        "cp_top_family": "XOR/XNOR gates",
        "cp_slowest_cell": "xor2_1",
        "crit_type": "in -> out",
        "worstPathRequired_ps": 800,
        "start_kind": "input pin",
        "cp_num_buf_inv": 2,
        "worstPathArrival_ps": 770,
        "slowest_delay_ps": 170,
        "endpoint_kind": "output port",
        "cp_max_fo": 4,
    },
    "final_timing": {
        "min_period_over_period_pct": 97.2,
        "hold_viol_final": 0,
        "rsz0062_at_grt": "true",
        "finalSetupViolCount": 0,
        "tns_ps": 0,
        "min_period_ps": 972,
        "maxSlewViolCount": 0,
        "fmax_mhz": 1030,
        "hold_slack_ps": 735,
    },
    "placed_design": {
        "gp_congestion": 0.767,
        "portBuffers": 15,
        "hpwlAfterDp_um": 566,
        "dp.cells": 91,
    },
    "die": {
        "die_area_mm2": 0.00640,
        "fp_util_pct": 6.08,
        "rows": 21,
        "die_y_um": 80,
        "core_mm2": 0.00342,
        "fp.dieW_um": 80,
        "io_pins": 18,
    },
    "final_layout": {
        "regArea_um2": 0,
        "fill_cells": 390,
        "syn_to_final_growth_pct": 113,
        "seq_cells": 0,
        "fin_util_pct": 12.9,
        "final_cells": 91,
        "nClkBuffers": 0,
        "drive_gt1_share_pct": 62.2,
    },
    "grt": {
        "grt_pass1_vias": 239,
        "grt_pass1_wl_um": 1190,
        "overflow": 0,
        "grt_max_degree": 5,
        "grt_usage_pct": 2.15,
        "antenna_found_initial": 0,
    },
    "route": {
        "wire_per_inst_um": 7.86,
        "dr.pass1.iters": 3,
        "post-route-drc-count": 0,
        "vias": 229,
        "postRouteWirelength_um": 715,
        "via_per_inst": 2.52,
        "drt_first_iter_violations": 4,
        "ant_nets": 0,
        "antennaDiodeCount": 0,
    },
    "clock_tree": {
        "postCtsHoldBufs": 0,
        "post_cts_buffers": 0,
    },
    "power_and_ir_drop": {
        "power_per_cell_area_mw_per_mm2": 403,
        "power.internal_mw": 0.111,
        "p_clk_share_pct": 0,
        "p_sw_mw": 0.0668,
        "pwr-share-comb_pct": 100.0,
        "p_total_mw": 0.178,
        "p_seq_share_pct": 0,
        "p_leak_nw": 0.192,
        "swShare_pct": 37.5,
        "worst_ir_drop_vdd_mv": 0.0454,
    },
    "run": {
        "warnings": 36,
        "drv_cap": 0,
    },
    "hold_path": {
        "min_path_type": "in -> out",
    },
}
==> repair_timing <==
action / 4_1_cts / 5_1_grt
pin swaps: 11 / 9
gates resized: 69 / 14
endpoints found under the setup margin: 7 / 4
endpoints found under the hold margin: 0 / 0
==> power by group through the flow <==
stage | Clock (mW) | Combinational, mW | Sequential (mW)
CTS | 0 | 0.155 | 0
global route | 0 | 0.197 | 0
finish | 0 | 0.178 | 0
==> placed cells by master, fill, tap and decap left out, drive strengths merged <==
master / n
xnor2: 4
clkdlybuf4s15: 2
conb: 1
buf: 17
nand2: 14
xor2: 5
and2: 2
==> cells by family (layout without fill, tap and decap cells) <==
family / Yosys count / after routing / share of synthesized area (%)
XOR/XNOR: 9 / 9 / 41.6
buffers and inverters: 7 / 19 / 25.3
other: 1 / 1 / 1.81
AND/OR/NAND/NOR: 16 / 16 / 31.3
==> through the flow <==
stage	setup WS (ps)	area (um2)
2_1_floorplan	145	208
3_3_place_gp	-873	393
3_5_place_dp	-848	393
4_1_cts	-39.9	378
5_1_grt	-30.6	442
6_report	27.8	442
==> path summary, 6_finish.rpt <==
path | from | slack [ps] | depth (start not counted) | endpoint
min | B[2] | 740 | 4 | product[5]
max | B[1] | 30 | 5 | product[2]
==> cell type report <==
type / count / area [um2] / share of cell area (%)
multi-input cells: 26 / 205 / 46.5
well taps: 46 / 57.6 / 13.0
repair buffers: 19 / 179 / 40.5
==> routing by layer <==
metal  vias up  routed length (um)  GRT usage [%]
li1        112                   -              -
met1       104                 345           3.10
met2        13                 278           3.29
met3         0                  91          0.568
met4         0                   0              0
met5         -                   0              0
No activity file was given, so power comes from the tool's default toggle rates.
