--- ./config.mk ---
export PLATFORM = sky130hd
export DESIGN_NAME = imem
export DESIGN_NICKNAME = imem
export VERILOG_FILES = /design/flow/design.v
export SDC_FILE = /design/flow/constraint.sdc
export NUM_CORES = 4
export LEC_CHECK = 1
export CORE_AREA = 10 10 70 70
export DIE_AREA = 0 0 80 80
--- ./constraint.sdc ---
current_design imem

set clk_period 1.3
set clk_io_pct 0.2

create_clock -name clk0 -period $clk_period

set non_clock_inputs [all_inputs -no_clocks]
set_input_delay [expr $clk_period * $clk_io_pct] -clock clk0 $non_clock_inputs
set_output_delay [expr $clk_period * $clk_io_pct] -clock clk0 [all_outputs]
--- ./design.v ---
module imem#(
    parameter n = 4
)(
    input logic [3:0] addr,
    output logic [7:0] inst
);
    always @(*) begin 
        case(addr)  
        4'b0000 : inst = 8'b00001000; 
        4'b0001 : inst = 8'b00011001; 
        4'b0010 : inst = 8'b00100010;
        4'b0011 : inst = 8'b00010000; 
        4'b0100 : inst = 8'b01110000; 
        4'b0101 : inst = 8'b00000000;
        4'b0110 : inst = 8'b00010100; 
        4'b0111 : inst = 8'b00000100; 
        4'b1000 : inst = 8'b10110010;
        default : inst = 8'b00110000;   
        endcase
    end
endmodule : imem
--- ./run.sh ---
#!/bin/bash
# OpenROAD 26Q1-2900-gdf79404cd8, Yosys 0.63+post, stock flow scripts
make -C /OpenROAD-flow-scripts/flow DESIGN_CONFIG=/design/flow/config.mk WORK_HOME=/design/flow/orfs finish
==> qor.yml <==
required_ps: 1040
cp-start-kind: "primary input"
grt_setup_unrepaired: "false"
drv_slew: 0
power_density_nw_per_um2: 215
crit_path_max_fanout: 6
finalInstanceArea_um2: 273
antenna-diode-count: 0
gp_congestion: 0.723
seq_area_frac_synth_pct: 0
netlist.area_leader.share_pct: 22.6
route.detailed.wl_per_inst_um: 7.48
tool_warnings: 32
core_area_um2: 3420
postRouteAntennaNets: 0
ir_drop_mv: 0.0538
grt_pass1_vias: 116
finalCriticalPeriod_ps: 1180
maxCapViolations: 0
setup_viol: 0
drtIter0Drc: 11
slew-limit-headroom_pct: 87.8
num-clock-buffers: 0
track_usage_pct: 1.55
via_count: 131
row_count: 21
max_clock_freq_ghz: 0.844
ys_cells: 14
fp_util_pct: 3.41
dp.cells: 71
setup_tns_ps: 0
hold_viol: 0
yosys.stat.chipArea_um2: 116
hold_path_class: "in2out"
die_height_um: 80
remaining_drc_errors: 0
seq_cells: 0
yosysUniqueCellTypes: 11
critical_path_class: "in2out"
drive_gt1_share_pct: 36.0
area_delta_synth_final_pct: 134
postPlaceCellArea_um2: 283
drtPass1Iterations: 3
end_kind: "primary output"
cp_data_arrival_time_ps: 920
grt_max_degree: 8
fin_crit_sh_pct: 91.1
yosysTopAreaCell: "xnor2_1"
drt-total-wl_um: 531
synth.area.top_cells: "xnor2_1 23%, nor3_2 17%, nor4b_2 13%, buf_6 9.7%, nor4b_1 7.5%"
syn_area_um2: 116
grt_overflow: 0
yosys_warnings: 1
final_cell_mix: "8 x dlygate4sd2_1, 4 x buf_4, 3 x xnor2_1"
seq_area_um2: 0
chipArea_um2: 6400
fin_ws_ps: 116
die_w_um: 80
syn_inst: 14
hpwl_um: 487
max_slew.worst_pin.slew_ps: 182
total_leakage_power_nw: 0.107
fin_util_pct: 7.99
final_cells: 71
outcome: "complete, no violations"
port_buffers: 12
place_ws_ps: -715
layout.cells.most_common: "dlygate4sd2_1"
antenna_found_initial: 0
boundaryPins: 12
viasPerCell: 1.85
grt_pass1_wl_um: 752
synth.avg_cell_area_um2: 8.31
==> critical path, cell delays in order <==
cell,delay (ps)
buf_4,140
nor3_4,180
and2_1,140
dlygate4sd2_1,200
==> Yosys cell counts <==
| cell | count |
|---|---|
| xnor2_1 | 3 |
| nor3_2 | 2 |
| and2_1 | 1 |
| buf_4 | 1 |
| buf_6 | 1 |
| nand2_1 | 1 |
| nand2b_1 | 1 |
| nor2_1 | 1 |
| nor4b_1 | 1 |
| nor4b_2 | 1 |
| o21bai_1 | 1 |
==> metrics by stage <==
step / hold slack (ps) / total power, mW
finish: 935 / 0.0586
global route: 964 / 0.0651
CTS: 941 / 0.0602
detailed placement: 1620 / 0.0675
global placement: 1600 / 0.0661
floorplan: 533 / 0.0271
==> path summary, 6_finish.rpt <==
path	from	cells past startpoint	slack [ps]	endpoint
worst min-delay path	addr[3]	3	940	inst[3]
worst max-delay path	addr[3]	4	120	inst[0]
==> timing repair <==
| action | 4_1_cts | 5_1_grt |
|---|---|---|
| setup endpoints to repair | 8 | 0 |
| gates resized | 31 | 0 |
| hold buffers | 0 | 0 |
| buffers inserted | 1 | 0 |
==> report_power, final <==
| group | internal, mW | switching [mW] |
|---|---|---|
| Clock | 0 | 0 |
| Sequential | 0 | 0 |
| Combinational | 0.0330 | 0.0256 |
| Total | 0.0330 | 0.0256 |
==> logic make-up (layout without fill, tap and decap cells) <==
logic type / after synthesis / in the layout / synth area share (%)
xor+xnor: 3 / 3 / 22.6
buf+inv: 2 / 13 / 16.1
compound gates: 1 / 1 / 6.45
simple gates: 8 / 8 / 54.8
==> per-layer routing <==
layer	global-route usage, %	share of wire (%)
met1	2.18	45
met2	2.17	41
met3	0.795	14
met4	0	0
met5	0	0
==> area by class of cell <==
type	instances	area (um^2)
Fill cell	417	3140
Multi-Input combinational cell	12	110
Timing Repair Buffer	13	105
Tap cell	46	57.6
Power is estimated from default activity; no workload was simulated.
